===== flow/design.v =====
`timescale 1ns / 1ps
module HA5(clk,row,col,sw,haha
    );
input clk;
reg flag;
input [10:0]row,col;
input [1:0] sw;
output reg [2:0] haha;
reg [10:0]sr;
wire [299:0] r_1, r_2,r_3,r_4,r_5,r_6,r_7,r_8,r_9,r_10,r_11,r_12,r_13,r_14,r_15,r_16,r_17,r_18,r_19,r_20;
wire [299:0] r_21,r_22,r_23,r_24,r_25,r_26,r_27,r_28,r_29,r_30,r_31,r_32,r_33,r_34,r_35,r_36,r_37,r_38,r_39,r_40;
wire [299:0] r_41,r_42,r_43,r_44,r_45,r_46,r_47,r_48,r_49,r_50,r_51,r_52,r_53,r_54,r_55,r_56,r_57,r_58,r_59,r_60;
wire [299:0] r_61,r_62,r_63,r_64,r_65,r_66,r_67,r_68,r_69,r_70,r_71,r_72,r_73,r_74,r_75,r_76,r_77,r_78,r_79,r_80;
wire [299:0] r_81,r_82,r_83,r_84,r_85,r_86,r_87,r_88,r_89,r_90,r_91;
assign r_1   = 120'b000000000000000000000000000000000000000000000001111111111111111111111111110000000000000000000000000000000000000000000000;
assign r_2   = 120'b000000000000000000000000000000000000000000000001111111111111111111111111110000000000000000000000000000000000000000000000;
assign r_3   = 120'b000000000000000000000000000000000000000000011111111100001111111100000011111111000000000000000000000000000000000000000000;
assign r_4   = 120'b000000000000000000000000000000000000000000011111111100001111111100000011111111000000000000000000000000000000000000000000;
assign r_5   = 120'b000000000000000000000000000000000000000111111100000001111100001111000000000111111000000000000000000000000000000000000000;
assign r_6   = 120'b000000000000000000000000000000000000000111111100000001111100001111000000000111111000000000000000000000000000000000000000;
assign r_7   = 120'b000000000000000000000000000000000000111110111111111001111000000001100000000000011110000000000000000000000000000000000000;
assign r_8   = 120'b000000000000000000000000000000000000111110111111111001111000000001100000000000011110000000000000000000000000000000000000;
assign r_9   = 120'b000000000000000000000000000000000111110011110000111111111100000000110000000000000111100000000000000000000000000000000000;
assign r_10  = 120'b000000000000000000000000000000000111110011110000111111111100000000110000000000000111100000000000000000000000000000000000;
assign r_11  = 120'b000000000000000000000000000000011110000111000000111111111100000000111111111011111101110000000000000000000000000000000000;
assign r_12  = 120'b000000000000000000000000000000011110000111000000111111111100000000111111111011111101110000000000000000000000000000000000;
assign r_13  = 120'b000000000000000000000000000001111000001100000000111111100000000000110000011111111111111000000000000000000000000000000000;
assign r_14  = 120'b000000000000000000000000000001111000001100000000111111100000000000110000011111111111111000000000000000000000000000000000;
assign r_15  = 120'b000000000000000000000000000011110000001100000000000011111000000011111111000000000011101100000000000000000000000000000000;
assign r_16  = 120'b000000000000000000000000000011110000001100000000000011111000000011111111000000000011101100000000000000000000000000000000;
assign r_17  = 120'b000000000000000000000000000111000000001100000000000111111111111111111100000000000001101110000000000000000000000000000000;
assign r_18  = 120'b000000000000000000000000000111000000001100000000000111111111111111111100000000000001101110000000000000000000000000000000;
assign r_19  = 120'b000000000000000000000000001110000001111111000000001111000011111111001111111000000001100111000000000000000000000000000000;
assign r_20  = 120'b000000000000000000000000001110000001111111000000001111000011111111001111111000000001100111000000000000000000000000000000;
assign r_21  = 120'b000000000000000000000000011100000111100011111111111110000110001111111110011100000011110011000000000000000000000000000000;
assign r_22  = 120'b000000000000000000000000011100000111100011111111111110000110001111111110011100000011110011000000000000000000000000000000;
assign r_23  = 120'b000000000000000000000000111001111111100111111111111111111100001111111111111100000111111011100000000000000000000000000000;
assign r_24  = 120'b000000000000000000000000111001111111100111111111111111111100001111111111111100000111111011100000000000000000000000000000;
assign r_25  = 120'b000000000000000000000000110011100000000000000011111100011000000111100000001111111100011101100000000000000000000000000000;
assign r_26  = 120'b000000000000000000000000110011100000000000000011111100011000000111100000001111111100011101100000000000000000000000000000;
assign r_27  = 120'b000000000000000000000001110110000000000111111111111100001100011111111111111111001100001101100000000000000000000000000000;
assign r_28  = 120'b000000000000000000000001110110000000000111111111111100001100011111111111111111001100001101100000000000000000000000000000;
assign r_29  = 120'b000000000000000000000001100110000000000000011111111101111111111110000000000000001100000111111111111000000000000000000000;
assign r_30  = 120'b000000000000000000000001100110000000000000011111111101111111111110000000000000001100000111111111111000000000000000000000;
assign r_31  = 120'b000000000000000000000001100110000000000111111110011111110000000000000000000000001100000111110000001110000000000000000000;
assign r_32  = 120'b000000000000000000000001100110000000000111111110011111110000000000000000000000001100000111110000001110000000000000000000;
assign r_33  = 120'b000000000000000000000001100111100000000000001111111000000000000000000000000000001100000111100000000111000000000000000000;
assign r_34  = 120'b000000000000000000000001100111100000000000001111111000000000000000000000000000001100000111100000000111000000000000000000;
assign r_35  = 120'b000000000000000000000001100011111100011111111100000000000000000000000000000000001100000111100000000011111111111111000000;
assign r_36  = 120'b000000000000000000000001100011111100011111111100000000000000000000000000000000001100000111100000000011111111111111000000;
assign r_37  = 120'b000000000000000000000001110011001111111110000000000000000000000000000000000000011100000111100000000011100000000111111000;
assign r_38  = 120'b000000000000000000000001110011001111111110000000000000000000000000000000000000011100000111100000000011100000000111111000;
assign r_39  = 120'b000000000000000000000000110011000011110000000000000000000000000000000000000000011000000111100000000111000000000000011110;
assign r_40  = 120'b000000000000000000000000110011000011110000000000000000000000000000000000000000011000000111100000000111000000000000011110;
assign r_41  = 120'b000000000000000000000000111011000001110000000000000000000000000000000000000000111000001111000000001111111111111111111111;
assign r_42  = 120'b000000000000000000000000111011000001110000000000000000000000000000000000000000111000001111000000001111111111111111111111;
assign r_43  = 120'b000000000000000000000000011101100000011100000000000000000000000000011111111101110000001110000000111111110000000000001111;
assign r_44  = 120'b000000000000000000000000011101100000011100000000000000000000000000011111111101110000001110000000111111110000000000001111;
assign r_45  = 120'b000000000000000000001111111111100000001110000000000000000000000011111000001111100000011111111111111001100000000000000000;
assign r_46  = 120'b000000000000000000001111111111100000001110000000000000000000000011111000001111100000011111111111111001100000000000000000;
assign r_47  = 120'b000000000000000000111111111111110000000111100000000011111111111110000000000111000000111000111111000011100000000000000000;
assign r_48  = 120'b000000000000000000111111111111110000000111100000000011111111111110000000000111000000111000111111000011100000000000000000;
assign r_49  = 120'b000000000000000001110000000011111000000001111000001110000000000000000000001110000011110001111000000111000000000000000000;
assign r_50  = 120'b000000000000000001110000000011111000000001111000001110000000000000000000001110000011110001111000000111000000000000000000;
assign r_51  = 120'b000000000000000011000000000000111100000000011110011100000000000000000000111000001111100011100000001110000000000000000000;
assign r_52  = 120'b000000000000000011000000000000111100000000011110011100000000000000000000111000001111100011100000001110000000000000000000;
assign r_53  = 120'b000000000000000011000000000000011111000000000111111000000000000000000111100000111111101111000000011100000000000000000000;
assign r_54  = 120'b000000000000000011000000000000011111000000000111111000000000000000000111100000111111101111000000011100000000000000000000;
assign r_55  = 120'b000000000000000011000000000000000111100000000000111111111100011111111110001111111111111100000001111000000000000000000000;
assign r_56  = 120'b000000000000000011000000000000000111100000000000111111111100011111111110001111111111111100000001111000000000000000000000;
assign r_57  = 120'b000000000000000001100000000000001111111100000000000001111111111111000001111111111111111000011111100000000000000000000000;
assign r_58  = 120'b000000000000000001100000000000001111111100000000000001111111111111000001111111111111111000011111100000000000000000000000;
assign r_59  = 120'b000000000000000001100000000000001111111100000000000001111111111111000001111111111111111000011111100000000000000000000000;
assign r_60  = 120'b000000000000000001100000000000001111111100000000000001111111111111000001111111111111111000011111100000000000000000000000;
assign r_61  = 120'b000000000000000001110000000000011100001111111000000000000000000001111111111111111111111111111100000000000000000000000000;
assign r_62  = 120'b000000000000000001110000000000011100001111111000000000000000000001111111111111111111111111111100000000000000000000000000;
assign r_63  = 120'b000000000000111111111100000001111000000011111111111111111111111111111011111111000000000011100000000000000000000000000000;
assign r_64  = 120'b000000000000111111111100000001111000000011111111111111111111111111111011111111000000000011100000000000000000000000000000;
assign r_65  = 120'b000000001111111000001111111111100000000000011111111111111111001111111111111100000000000000110000000000000000000000000000;
assign r_66  = 120'b000000001111111000001111111111100000000000011111111111111111001111111111111100000000000000110000000000000000000000000000;
assign r_67  = 120'b000000111100000000011111111111111111000000000111111111111111111111111111111000000000000000011000000000000000000000000000;
assign r_68  = 120'b000000111100000000011111111111111111000000000111111111111111111111111111111000000000000000011000000000000000000000000000;
assign r_69  = 120'b000011100000011111111110000000001111111111100001111111001111111111111100110000000000000000011000000000000000000000000000;
assign r_70  = 120'b000011100000011111111110000000001111111111100001111111001111111111111100110000000000000000011000000000000000000000000000;
assign r_71  = 120'b001110001111111111111100000000000000000111111111000111111110001111111100110000000000000000011000000000000000000000000000;
assign r_72  = 120'b001110001111111111111100000000000000000111111111000111111110001111111100110000000000000000011000000000000000000000000000;
assign r_73  = 120'b011111111110000000011111111000000000000000111111110011100000000011111111110000000000000000111000000000000000000000000000;
assign r_74  = 120'b011111111110000000011111111000000000000000111111110011100000000011111111110000000000000000111000000000000000000000000000;
assign r_75  = 120'b111111000000000000000000111111111111111111110000111111000001111111111110111000000000000001110000000000000000000000000000;
assign r_76  = 120'b111111000000000000000000111111111111111111110000111111000001111111111110111000000000000001110000000000000000000000000000;
assign r_77  = 120'b111111000000000000000000111111111111111111110000111111000001111111111110111000000000000001110000000000000000000000000000;
assign r_78  = 120'b110000000000000000000000000000111111111000000000001111110011111110000001111100000000000011100000000000000000000000000000;
assign r_79  = 120'b110000000000000000000000000000111111111000000000001111110011111110000001111100000000000011100000000000000000000000000000;
assign r_80  = 120'b000000000000000000000000000000000000000000000000000001111111111111111111101111000000001111000000000000000000000000000000;
assign r_81  = 120'b000000000000000000000000000000000000000000000000000001111111111111111111101111000000001111000000000000000000000000000000;
assign r_82  = 120'b000000000000000000000000000000000000000000000000000000011111111111111011000011111111111100000000000000000000000000000000;
assign r_83  = 120'b000000000000000000000000000000000000000000000000000000011111111111111011000011111111111100000000000000000000000000000000;
assign r_84  = 120'b000000000000000000000000000000000000000000000000000000011101111111000111000000011111000000000000000000000000000000000000;
assign r_85  = 120'b000000000000000000000000000000000000000000000000000000011101111111000111000000011111000000000000000000000000000000000000;
assign r_86  = 120'b000000000000000000000000000000000000000000000000000000001111000000001110000000000000000000000000000000000000000000000000;
assign r_87  = 120'b000000000000000000000000000000000000000000000000000000001111000000001110000000000000000000000000000000000000000000000000;
assign r_88  = 120'b000000000000000000000000000000000000000000000000000000000011111111111100000000000000000000000000000000000000000000000000;
assign r_89  = 120'b000000000000000000000000000000000000000000000000000000000011111111111100000000000000000000000000000000000000000000000000;
assign r_90  = 120'b000000000000000000000000000000000000000000000000000000000011111111111100000000000000000000000000000000000000000000000000;
assign r_91  = 120'b000000000000000000000000000000000000000000000000000000000011111111111100000000000000000000000000000000000000000000000000;
always@(posedge clk)begin	
	case(sw)
		1:sr<=row-450;
		2:sr<=row-320;
		3:sr<=row-200;
		4:sr<=row-80;
	endcase
end
always@(*)begin
	case(sr)
		0   : flag = r_1  [782-col];
		1   : flag = r_2  [782-col];
		2   : flag = r_3  [782-col];
        3   : flag = r_4  [782-col];
        4   : flag = r_5  [782-col];
        5   : flag = r_6  [782-col];
        6   : flag = r_7  [782-col];
        7   : flag = r_8  [782-col];
        8   : flag = r_9  [782-col];
        9   : flag = r_10 [782-col];
        10  : flag = r_11 [782-col];
        11  : flag = r_12 [782-col];
        12  : flag = r_13 [782-col];
        13  : flag = r_14 [782-col];
        14  : flag = r_15 [782-col];
        15  : flag = r_16 [782-col];
        16  : flag = r_17 [782-col];
        17  : flag = r_18 [782-col];
        18  : flag = r_19 [782-col];
        19  : flag = r_20 [782-col];
        20  : flag = r_21 [782-col];
        21  : flag = r_22 [782-col];
        22  : flag = r_23 [782-col];
        23  : flag = r_24 [782-col];
        24  : flag = r_25 [782-col];
        25  : flag = r_26 [782-col];
        26  : flag = r_27 [782-col];
        27  : flag = r_28 [782-col];
        28  : flag = r_29 [782-col];
        29  : flag = r_30 [782-col];
        30  : flag = r_31 [782-col];
        31  : flag = r_32 [782-col];
        32  : flag = r_33 [782-col];
        33  : flag = r_34 [782-col];
        34  : flag = r_35 [782-col];
        35  : flag = r_36 [782-col];
        36  : flag = r_37 [782-col];
        37  : flag = r_38 [782-col];
        38  : flag = r_39 [782-col];
        39  : flag = r_40 [782-col];
        40  : flag = r_41 [782-col];
        41  : flag = r_42 [782-col];
        42  : flag = r_43 [782-col];
        43  : flag = r_44 [782-col];
        44  : flag = r_45 [782-col];
        45  : flag = r_46 [782-col];
        46  : flag = r_47 [782-col];
        47  : flag = r_48 [782-col];
        48  : flag = r_49 [782-col];
        49  : flag = r_50 [782-col];
        50  : flag = r_51 [782-col];
        51  : flag = r_52 [782-col];
        52  : flag = r_53 [782-col];
        53  : flag = r_54 [782-col];
        54  : flag = r_55 [782-col];
        55  : flag = r_56 [782-col];
        56  : flag = r_57 [782-col];
        57  : flag = r_58 [782-col];
        58  : flag = r_59 [782-col];
        59  : flag = r_60 [782-col];
        60  : flag = r_61 [782-col];
        61  : flag = r_62 [782-col];
        62  : flag = r_63 [782-col];
        63  : flag = r_64 [782-col];
        64  : flag = r_65 [782-col];
        65  : flag = r_66 [782-col];
        66  : flag = r_67 [782-col];
        67  : flag = r_68 [782-col];
        68  : flag = r_69 [782-col];
        69  : flag = r_70 [782-col];
        70  : flag = r_71 [782-col];
        71  : flag = r_72 [782-col];
        72  : flag = r_73 [782-col];
        73  : flag = r_74 [782-col];
        74  : flag = r_75 [782-col];
        75  : flag = r_76 [782-col];
        76  : flag = r_77 [782-col];
        77  : flag = r_78 [782-col];
        78  : flag = r_79 [782-col];
        79  : flag = r_80 [782-col];
        80  : flag = r_81 [782-col];
        81  : flag = r_82 [782-col];
        82  : flag = r_83 [782-col];
        83  : flag = r_84 [782-col];
        84  : flag = r_85 [782-col];
        85  : flag = r_86 [782-col];
        86  : flag = r_87 [782-col];
        87  : flag = r_88 [782-col];
        88  : flag = r_89 [782-col];
        89  : flag = r_90 [782-col];
        90  : flag = r_91 [782-col];
	endcase
end
always@(posedge clk)begin
	if(flag)begin
		case(sw)
			1:haha <=3'b100;
			2:haha <=3'b101;
			3:haha <=3'b000;
			4:haha <=3'b000;
		endcase
	end
	else haha <= 3'b111;
end
endmodule

===== flow/run.sh =====
#!/bin/bash
# OpenROAD 26Q1-2900-gdf79404cd8, Yosys 0.63+post, stock flow scripts
make -C /OpenROAD-flow-scripts/flow DESIGN_CONFIG=/design/flow/config.mk WORK_HOME=/design/flow/orfs finish

===== flow/config.mk =====
export PLATFORM = sky130hd
export DESIGN_NAME = HA5
export DESIGN_NICKNAME = HA5
export VERILOG_FILES = /design/flow/design.v
export SDC_FILE = /design/flow/constraint.sdc
export NUM_CORES = 4
export LEC_CHECK = 1
export CORE_UTILIZATION = 40

===== flow/constraint.sdc =====
current_design HA5

set clk_period 2.0
set clk_io_pct 0.2

create_clock -name clk0 -period $clk_period [get_ports {clk}]

set non_clock_inputs [all_inputs -no_clocks]
set_input_delay [expr $clk_period * $clk_io_pct] -clock clk0 $non_clock_inputs
set_output_delay [expr $clk_period * $clk_io_pct] -clock clk0 [all_outputs]

==> flow_metrics.py <==
# Synthesis and PnR figures
metrics = {
    "cts": {
        "clock_latency_ns": 0.24,
        "ctsHoldBuffers": 0,
        "h-tree-depth": 1,
        "cts_resized": 0,
        "cts_setup_buffers": 0,
        "cts_root_buffer": "clkbuf_16",
        "cts.clk_slew.worst_paths_ns": 0.04,
        "cts_buffers": 3,
        "tritoncts": "done",
        "clock_path_buffers": 2,
    },
    "worst_setup_path": {
        "reg2reg_from": "haha[2]",
        "path_cells": "clkdlybuf4s50_1 -> inv_1 -> ha_1 -> a31oi_1 -> nand3_1 -> nor2_1 -> a21oi_1 -> xor2_1",
        "critical_path.max_stage_delay_ns": 0.48,
        "slowest_stage": "clkdlybuf4s50_1",
        "r2r_setup_slack_ns": 1.38,
        "start_kind": "primary input",
        "r2r-end": "haha[2]",
        "cp-end-kind": "flop",
        "cp.arrival_ns": 1.86,
        "crit_type": "in2reg",
        "cp_max_fo": 3,
        "cp_data_required_time_ns": 1.98,
        "ff2ff_path_depth": 2,
    },
    "power": {
        "powerDensity_mw_per_mm2": 543.4,
        "combPwrFrac": 0.752,
        "p_switching_w": 0.001940,
        "clkPwrFrac": 0.113,
        "cellLeakagePower_nw": 1.912,
        "swShare": 0.5891,
        "p_int_w": 0.001353,
        "seqPwrFrac": 0.135,
        "ir_drop_mv": 0.4415,
    },
    "global_route": {
        "grt_max_degree": 82,
        "track_usage": 0.4469,
        "overflow": 0,
        "grt_antenna_before_repair": 0,
        "grt_pass1_wl_mm": 47.49,
        "grt_pass1_vias": 7447,
    },
    "drt": {
        "top_layer_used": "met4",
        "viasPerCell": 7.750,
        "antenna_left": 0,
        "met2_length_mm": 12.48,
        "dr.pass1.iters": 8,
        "drcViolationCount": 0,
        "vias": 8114,
        "first_iter_violations": 1834,
        "antenna_cells": 0,
        "met1Wirelength_mm": 11.62,
        "wirelength_mm": 31.73,
        "wl_per_cell_um": 30.30,
        "wl_met3_mm": 5.268,
    },
    "final_timing": {
        "unclocked_pins": 1,
        "min_period_ns": 1.878,
        "finalClockPeriodUsage": 0.9389,
        "worst_slew_pin_slew_ns": 1.042,
        "untimed_endpoints": 1,
        "setup_viol": 0,
        "rsz0062_at_grt": "no",
        "max_slew_margin": 0.2989,
        "clock-skew-final_ns": 0,
        "tns_ns": 0,
        "slew_viol_final": 0,
        "fmax_mhz": 532.5,
        "hold_viol": 0,
    },
    "synthesis": {
        "synth-edff-count": 11,
        "yosys-stat-cells": 897,
        "numSynthFlops": 15,
        "area_leaders": "o21ai_0 8.0%, a21oi_1 7.6%, edfxtp_1 5.9%",
        "syn-instance-count": 897,
        "synthMostInstantiatedCell": "o21ai_0",
        "yosysTopAreaCellShare": 0.08009,
        "ys_async_sr_fraction": 0,
        "ys_area_mm2": 0.005624,
        "top_cells_by_count": "90 x o21ai_0, 85 x a21oi_1, 81 x nor2_1",
        "ys_types": 93,
        "synth.avg_cell_area_um2": 6.270,
        "flop_cell": "edfxtp_1",
        "top_area_cell": "o21ai_0",
        "syn_area_mm2": 0.005624,
        "synth_warnings": 1,
    },
    "floorplanning": {
        "fp_util": 0.4181,
        "die_h_um": 120.6,
        "chipArea_mm2": 0.01454,
        "fp.dieW_um": 120.6,
        "ioPinCount": 28,
        "num_rows": 42,
        "core-area_mm2": 0.01345,
    },
    "worst_hold_path": {
        "hold_depth": 2,
        "min_from": "haha[1]",
        "holdPathEnd": "haha[1]",
        "min_path_type": "reg2reg",
    },
    "run": {
        "tool_warnings": 26,
        "maxCapViolCount": 0,
    },
    "placement": {
        "io_buffer_count": 27,
        "dpl.hpwl_mm": 21.89,
        "place_congestion": 1.136,
        "dp.cells": 1043,
    },
    "cells_and_area": {
        "synthToLayoutAreaGrowth_pct": 7.742,
        "layout-drive-gt1-share": 0.08611,
        "fin_cells": 1047,
    },
    "run_status": {
        "status": "completed",
    },
}
state kept, by name (all words and copies together) (netlist names):
register / count
sr: 11
flag: 1
haha: 3
worst max-delay path, delay by kind of cell:
kind / cells / cell delay, ns
buffers and inverters: 2 / 0.55
XOR/XNOR: 1 / 0.14
AND/OR/NAND/NOR: 2 / 0.22
AND-OR/OR-AND: 2 / 0.32
adder cells (fa/ha/maj): 1 / 0.25
worst max-delay path by stage:
stage / start / slack (ns) / cells past startpoint / to
4_1_cts: row[3] / 0.14 / 8 / sr[9]
6_report: row[3] / 0.12 / 8 / sr[9]
5_1_grt: row[3] / 0.03 / 8 / sr[9]
placed cells by master, fill, tap and decap left out, drive strengths merged, types with 9 or more instances in the layout:
cell           synthesis  final
o21ai                 91     91
a21oi                 85     85
nor2                  83     83
nand2                 78     78
buf                   56     45
nand3                 37     37
o211ai                28     28
clkdlybuf4s50          0     27
nor3                  26     26
o22ai                 24     24
a31oi                 21     21
nor2b                 18     18
inv                   18     18
a211oi                17     17
xnor2                 17     17
nand2b                16     16
a22oi                 15     15
nand4                 14     14
nor4                  13     13
o221ai                12     12
edfxtp                11     11
a2111oi               10     10
xor2                   9      9
or2                    9      9
per-stage QoR:
step	hold slack (ns)	utilization	total power, W	area (um2)	worst slack, ns
after floorplan	0.4303	-	0.001984	5624	0.4388
after global placement	0.4650	0.4446	0.002812	5981	-0.1145
after detailed placement	0.4702	0.4446	0.002748	5981	-0.1139
after CTS	0.4739	0.4504	0.003131	6060	0.1378
after global routing	0.5109	0.4504	0.003407	6060	0.03321
final	0.4685	0.4504	0.003293	6060	0.1221
power by group through the flow:
stage	clock network (W)	logic (W)	registers [W]
after CTS	0.000381	0.00231	0.000442
after global routing	0.000398	0.00256	0.000453
final	0.000371	0.00248	0.000445
cells by family (layout without fill, tap and decap cells):
family / after synthesis / in the layout / share of synthesized area
multiplexers: 6 / 6 / 0.01335
XOR/XNOR: 26 / 26 / 0.04049
latches: 1 / 1 / 0.002669
AND-OR/OR-AND: 389 / 389 / 0.4572
adder cells (fa/ha/maj): 6 / 6 / 0.01290
flip-flops: 14 / 14 / 0.06941
buffers and inverters: 122 / 96 / 0.09722
AND/OR/NAND/NOR: 333 / 333 / 0.3068
layout make-up:
cell class | count | area (um2)
inverter | 20 | 75.07
clock buffer | 4 | 78.83
timing repair buffer | 72 | 608.1
sequential | 15 | 405.4
multi-input combinational | 760 | 4672
fill | 1458 | 7393
tap | 176 | 220.2
metal layers:
metal / global-route usage / vias up
met5: 0 / -
met4: 0.2438 / 0
met3: 0.1941 / 222
met2: 0.6124 / 865
met1: 0.5868 / 3620
li1: - / 3407
Power and IR drop assume default switching activity.
