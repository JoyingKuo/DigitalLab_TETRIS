$ cat run.sh
#!/bin/bash
# OpenROAD 26Q1-2900-gdf79404cd8, Yosys 0.63+post, stock flow scripts
make -C /OpenROAD-flow-scripts/flow DESIGN_CONFIG=/design/flow/config.mk WORK_HOME=/design/flow/orfs finish
$ cat config.mk
export PLATFORM = sky130hd
export DESIGN_NAME = HA2
export DESIGN_NICKNAME = HA2
export VERILOG_FILES = /design/flow/design.v
export SDC_FILE = /design/flow/constraint.sdc
export NUM_CORES = 4
export LEC_CHECK = 1
export CORE_UTILIZATION = 50
$ cat constraint.sdc
current_design HA2

set clk_period 1.0
set clk_io_pct 0.2

create_clock -name clk0 -period $clk_period [get_ports {clk}]

set non_clock_inputs [all_inputs -no_clocks]
set_input_delay [expr $clk_period * $clk_io_pct] -clock clk0 $non_clock_inputs
set_output_delay [expr $clk_period * $clk_io_pct] -clock clk0 [all_outputs]
$ cat design.v
`timescale 1ns / 1ps
module HA2(clk,row,col,haha
    );
input clk;
reg flag;
input [10:0]row,col;
output reg [2:0] haha;
wire [10:0]sr;
wire [299:0] r_1, r_2,r_3,r_4,r_5,r_6,r_7,r_8,r_9,r_10,r_11,r_12,r_13,r_14,r_15,r_16,r_17,r_18,r_19,r_20;
wire [299:0] r_21,r_22,r_23,r_24,r_25,r_26,r_27,r_28,r_29,r_30,r_31,r_32,r_33,r_34,r_35,r_36,r_37,r_38,r_39,r_40;
wire [299:0] r_41,r_42,r_43,r_44,r_45,r_46,r_47,r_48,r_49,r_50,r_51,r_52,r_53,r_54,r_55,r_56,r_57,r_58,r_59,r_60;
wire [299:0] r_61,r_62,r_63,r_64,r_65,r_66,r_67,r_68,r_69,r_70,r_71,r_72,r_73,r_74,r_75,r_76,r_77,r_78,r_79,r_80;
wire [299:0] r_81,r_82,r_83,r_84,r_85,r_86,r_87,r_88,r_89,r_90,r_91;
assign sr = row-210;
assign r_1   = 120'b000000000000000000000000000000000000000000000001111111111111111111111111110000000000000000000000000000000000000000000000;
assign r_2   = 120'b000000000000000000000000000000000000000000000001111111111111111111111111110000000000000000000000000000000000000000000000;
assign r_3   = 120'b000000000000000000000000000000000000000000011111111100001111111100000011111111000000000000000000000000000000000000000000;
assign r_4   = 120'b000000000000000000000000000000000000000000011111111100001111111100000011111111000000000000000000000000000000000000000000;
assign r_5   = 120'b000000000000000000000000000000000000000111111100000001111100001111000000000111111000000000000000000000000000000000000000;
assign r_6   = 120'b000000000000000000000000000000000000000111111100000001111100001111000000000111111000000000000000000000000000000000000000;
assign r_7   = 120'b000000000000000000000000000000000000111110111111111001111000000001100000000000011110000000000000000000000000000000000000;
assign r_8   = 120'b000000000000000000000000000000000000111110111111111001111000000001100000000000011110000000000000000000000000000000000000;
assign r_9   = 120'b000000000000000000000000000000000111110011110000111111111100000000110000000000000111100000000000000000000000000000000000;
assign r_10  = 120'b000000000000000000000000000000000111110011110000111111111100000000110000000000000111100000000000000000000000000000000000;
assign r_11  = 120'b000000000000000000000000000000011110000111000000111111111100000000111111111011111101110000000000000000000000000000000000;
assign r_12  = 120'b000000000000000000000000000000011110000111000000111111111100000000111111111011111101110000000000000000000000000000000000;
assign r_13  = 120'b000000000000000000000000000001111000001100000000111111100000000000110000011111111111111000000000000000000000000000000000;
assign r_14  = 120'b000000000000000000000000000001111000001100000000111111100000000000110000011111111111111000000000000000000000000000000000;
assign r_15  = 120'b000000000000000000000000000011110000001100000000000011111000000011111111000000000011101100000000000000000000000000000000;
assign r_16  = 120'b000000000000000000000000000011110000001100000000000011111000000011111111000000000011101100000000000000000000000000000000;
assign r_17  = 120'b000000000000000000000000000111000000001100000000000111111111111111111100000000000001101110000000000000000000000000000000;
assign r_18  = 120'b000000000000000000000000000111000000001100000000000111111111111111111100000000000001101110000000000000000000000000000000;
assign r_19  = 120'b000000000000000000000000001110000001111111000000001111000011111111001111111000000001100111000000000000000000000000000000;
assign r_20  = 120'b000000000000000000000000001110000001111111000000001111000011111111001111111000000001100111000000000000000000000000000000;
assign r_21  = 120'b000000000000000000000000011100000111100011111111111110000110001111111110011100000011110011000000000000000000000000000000;
assign r_22  = 120'b000000000000000000000000011100000111100011111111111110000110001111111110011100000011110011000000000000000000000000000000;
assign r_23  = 120'b000000000000000000000000111001111111100111111111111111111100001111111111111100000111111011100000000000000000000000000000;
assign r_24  = 120'b000000000000000000000000111001111111100111111111111111111100001111111111111100000111111011100000000000000000000000000000;
assign r_25  = 120'b000000000000000000000000110011100000000000000011111100011000000111100000001111111100011101100000000000000000000000000000;
assign r_26  = 120'b000000000000000000000000110011100000000000000011111100011000000111100000001111111100011101100000000000000000000000000000;
assign r_27  = 120'b000000000000000000000001110110000000000111111111111100001100011111111111111111001100001101100000000000000000000000000000;
assign r_28  = 120'b000000000000000000000001110110000000000111111111111100001100011111111111111111001100001101100000000000000000000000000000;
assign r_29  = 120'b000000000000000000000001100110000000000000011111111101111111111110000000000000001100000111111111111000000000000000000000;
assign r_30  = 120'b000000000000000000000001100110000000000000011111111101111111111110000000000000001100000111111111111000000000000000000000;
assign r_31  = 120'b000000000000000000000001100110000000000111111110011111110000000000000000000000001100000111110000001110000000000000000000;
assign r_32  = 120'b000000000000000000000001100110000000000111111110011111110000000000000000000000001100000111110000001110000000000000000000;
assign r_33  = 120'b000000000000000000000001100111100000000000001111111000000000000000000000000000001100000111100000000111000000000000000000;
assign r_34  = 120'b000000000000000000000001100111100000000000001111111000000000000000000000000000001100000111100000000111000000000000000000;
assign r_35  = 120'b000000000000000000000001100011111100011111111100000000000000000000000000000000001100000111100000000011111111111111000000;
assign r_36  = 120'b000000000000000000000001100011111100011111111100000000000000000000000000000000001100000111100000000011111111111111000000;
assign r_37  = 120'b000000000000000000000001110011001111111110000000000000000000000000000000000000011100000111100000000011100000000111111000;
assign r_38  = 120'b000000000000000000000001110011001111111110000000000000000000000000000000000000011100000111100000000011100000000111111000;
assign r_39  = 120'b000000000000000000000000110011000011110000000000000000000000000000000000000000011000000111100000000111000000000000011110;
assign r_40  = 120'b000000000000000000000000110011000011110000000000000000000000000000000000000000011000000111100000000111000000000000011110;
assign r_41  = 120'b000000000000000000000000111011000001110000000000000000000000000000000000000000111000001111000000001111111111111111111111;
assign r_42  = 120'b000000000000000000000000111011000001110000000000000000000000000000000000000000111000001111000000001111111111111111111111;
assign r_43  = 120'b000000000000000000000000011101100000011100000000000000000000000000011111111101110000001110000000111111110000000000001111;
assign r_44  = 120'b000000000000000000000000011101100000011100000000000000000000000000011111111101110000001110000000111111110000000000001111;
assign r_45  = 120'b000000000000000000001111111111100000001110000000000000000000000011111000001111100000011111111111111001100000000000000000;
assign r_46  = 120'b000000000000000000001111111111100000001110000000000000000000000011111000001111100000011111111111111001100000000000000000;
assign r_47  = 120'b000000000000000000111111111111110000000111100000000011111111111110000000000111000000111000111111000011100000000000000000;
assign r_48  = 120'b000000000000000000111111111111110000000111100000000011111111111110000000000111000000111000111111000011100000000000000000;
assign r_49  = 120'b000000000000000001110000000011111000000001111000001110000000000000000000001110000011110001111000000111000000000000000000;
assign r_50  = 120'b000000000000000001110000000011111000000001111000001110000000000000000000001110000011110001111000000111000000000000000000;
assign r_51  = 120'b000000000000000011000000000000111100000000011110011100000000000000000000111000001111100011100000001110000000000000000000;
assign r_52  = 120'b000000000000000011000000000000111100000000011110011100000000000000000000111000001111100011100000001110000000000000000000;
assign r_53  = 120'b000000000000000011000000000000011111000000000111111000000000000000000111100000111111101111000000011100000000000000000000;
assign r_54  = 120'b000000000000000011000000000000011111000000000111111000000000000000000111100000111111101111000000011100000000000000000000;
assign r_55  = 120'b000000000000000011000000000000000111100000000000111111111100011111111110001111111111111100000001111000000000000000000000;
assign r_56  = 120'b000000000000000011000000000000000111100000000000111111111100011111111110001111111111111100000001111000000000000000000000;
assign r_57  = 120'b000000000000000001100000000000001111111100000000000001111111111111000001111111111111111000011111100000000000000000000000;
assign r_58  = 120'b000000000000000001100000000000001111111100000000000001111111111111000001111111111111111000011111100000000000000000000000;
assign r_59  = 120'b000000000000000001100000000000001111111100000000000001111111111111000001111111111111111000011111100000000000000000000000;
assign r_60  = 120'b000000000000000001100000000000001111111100000000000001111111111111000001111111111111111000011111100000000000000000000000;
assign r_61  = 120'b000000000000000001110000000000011100001111111000000000000000000001111111111111111111111111111100000000000000000000000000;
assign r_62  = 120'b000000000000000001110000000000011100001111111000000000000000000001111111111111111111111111111100000000000000000000000000;
assign r_63  = 120'b000000000000111111111100000001111000000011111111111111111111111111111011111111000000000011100000000000000000000000000000;
assign r_64  = 120'b000000000000111111111100000001111000000011111111111111111111111111111011111111000000000011100000000000000000000000000000;
assign r_65  = 120'b000000001111111000001111111111100000000000011111111111111111001111111111111100000000000000110000000000000000000000000000;
assign r_66  = 120'b000000001111111000001111111111100000000000011111111111111111001111111111111100000000000000110000000000000000000000000000;
assign r_67  = 120'b000000111100000000011111111111111111000000000111111111111111111111111111111000000000000000011000000000000000000000000000;
assign r_68  = 120'b000000111100000000011111111111111111000000000111111111111111111111111111111000000000000000011000000000000000000000000000;
assign r_69  = 120'b000011100000011111111110000000001111111111100001111111001111111111111100110000000000000000011000000000000000000000000000;
assign r_70  = 120'b000011100000011111111110000000001111111111100001111111001111111111111100110000000000000000011000000000000000000000000000;
assign r_71  = 120'b001110001111111111111100000000000000000111111111000111111110001111111100110000000000000000011000000000000000000000000000;
assign r_72  = 120'b001110001111111111111100000000000000000111111111000111111110001111111100110000000000000000011000000000000000000000000000;
assign r_73  = 120'b011111111110000000011111111000000000000000111111110011100000000011111111110000000000000000111000000000000000000000000000;
assign r_74  = 120'b011111111110000000011111111000000000000000111111110011100000000011111111110000000000000000111000000000000000000000000000;
assign r_75  = 120'b111111000000000000000000111111111111111111110000111111000001111111111110111000000000000001110000000000000000000000000000;
assign r_76  = 120'b111111000000000000000000111111111111111111110000111111000001111111111110111000000000000001110000000000000000000000000000;
assign r_77  = 120'b111111000000000000000000111111111111111111110000111111000001111111111110111000000000000001110000000000000000000000000000;
assign r_78  = 120'b110000000000000000000000000000111111111000000000001111110011111110000001111100000000000011100000000000000000000000000000;
assign r_79  = 120'b110000000000000000000000000000111111111000000000001111110011111110000001111100000000000011100000000000000000000000000000;
assign r_80  = 120'b000000000000000000000000000000000000000000000000000001111111111111111111101111000000001111000000000000000000000000000000;
assign r_81  = 120'b000000000000000000000000000000000000000000000000000001111111111111111111101111000000001111000000000000000000000000000000;
assign r_82  = 120'b000000000000000000000000000000000000000000000000000000011111111111111011000011111111111100000000000000000000000000000000;
assign r_83  = 120'b000000000000000000000000000000000000000000000000000000011111111111111011000011111111111100000000000000000000000000000000;
assign r_84  = 120'b000000000000000000000000000000000000000000000000000000011101111111000111000000011111000000000000000000000000000000000000;
assign r_85  = 120'b000000000000000000000000000000000000000000000000000000011101111111000111000000011111000000000000000000000000000000000000;
assign r_86  = 120'b000000000000000000000000000000000000000000000000000000001111000000001110000000000000000000000000000000000000000000000000;
assign r_87  = 120'b000000000000000000000000000000000000000000000000000000001111000000001110000000000000000000000000000000000000000000000000;
assign r_88  = 120'b000000000000000000000000000000000000000000000000000000000011111111111100000000000000000000000000000000000000000000000000;
assign r_89  = 120'b000000000000000000000000000000000000000000000000000000000011111111111100000000000000000000000000000000000000000000000000;
assign r_90  = 120'b000000000000000000000000000000000000000000000000000000000011111111111100000000000000000000000000000000000000000000000000;
assign r_91  = 120'b000000000000000000000000000000000000000000000000000000000011111111111100000000000000000000000000000000000000000000000000;
always@(*)begin
	case(sr)
		0   : flag = r_1  [155-col];
		1   : flag = r_2  [155-col];
		2   : flag = r_3  [155-col];
        3   : flag = r_4  [155-col];
        4   : flag = r_5  [155-col];
        5   : flag = r_6  [155-col];
        6   : flag = r_7  [155-col];
        7   : flag = r_8  [155-col];
        8   : flag = r_9  [155-col];
        9   : flag = r_10 [155-col];
        10  : flag = r_11 [155-col];
        11  : flag = r_12 [155-col];
        12  : flag = r_13 [155-col];
        13  : flag = r_14 [155-col];
        14  : flag = r_15 [155-col];
        15  : flag = r_16 [155-col];
        16  : flag = r_17 [155-col];
        17  : flag = r_18 [155-col];
        18  : flag = r_19 [155-col];
        19  : flag = r_20 [155-col];
        20  : flag = r_21 [155-col];
        21  : flag = r_22 [155-col];
        22  : flag = r_23 [155-col];
        23  : flag = r_24 [155-col];
        24  : flag = r_25 [155-col];
        25  : flag = r_26 [155-col];
        26  : flag = r_27 [155-col];
        27  : flag = r_28 [155-col];
        28  : flag = r_29 [155-col];
        29  : flag = r_30 [155-col];
        30  : flag = r_31 [155-col];
        31  : flag = r_32 [155-col];
        32  : flag = r_33 [155-col];
        33  : flag = r_34 [155-col];
        34  : flag = r_35 [155-col];
        35  : flag = r_36 [155-col];
        36  : flag = r_37 [155-col];
        37  : flag = r_38 [155-col];
        38  : flag = r_39 [155-col];
        39  : flag = r_40 [155-col];
        40  : flag = r_41 [155-col];
        41  : flag = r_42 [155-col];
        42  : flag = r_43 [155-col];
        43  : flag = r_44 [155-col];
        44  : flag = r_45 [155-col];
        45  : flag = r_46 [155-col];
        46  : flag = r_47 [155-col];
        47  : flag = r_48 [155-col];
        48  : flag = r_49 [155-col];
        49  : flag = r_50 [155-col];
        50  : flag = r_51 [155-col];
        51  : flag = r_52 [155-col];
        52  : flag = r_53 [155-col];
        53  : flag = r_54 [155-col];
        54  : flag = r_55 [155-col];
        55  : flag = r_56 [155-col];
        56  : flag = r_57 [155-col];
        57  : flag = r_58 [155-col];
        58  : flag = r_59 [155-col];
        59  : flag = r_60 [155-col];
        60  : flag = r_61 [155-col];
        61  : flag = r_62 [155-col];
        62  : flag = r_63 [155-col];
        63  : flag = r_64 [155-col];
        64  : flag = r_65 [155-col];
        65  : flag = r_66 [155-col];
        66  : flag = r_67 [155-col];
        67  : flag = r_68 [155-col];
        68  : flag = r_69 [155-col];
        69  : flag = r_70 [155-col];
        70  : flag = r_71 [155-col];
        71  : flag = r_72 [155-col];
        72  : flag = r_73 [155-col];
        73  : flag = r_74 [155-col];
        74  : flag = r_75 [155-col];
        75  : flag = r_76 [155-col];
        76  : flag = r_77 [155-col];
        77  : flag = r_78 [155-col];
        78  : flag = r_79 [155-col];
        79  : flag = r_80 [155-col];
        80  : flag = r_81 [155-col];
        81  : flag = r_82 [155-col];
        82  : flag = r_83 [155-col];
        83  : flag = r_84 [155-col];
        84  : flag = r_85 [155-col];
        85  : flag = r_86 [155-col];
        86  : flag = r_87 [155-col];
        87  : flag = r_88 [155-col];
        88  : flag = r_89 [155-col];
        89  : flag = r_90 [155-col];
        90  : flag = r_91 [155-col];
	endcase
end
always@(posedge clk)begin
	if(flag)begin
		haha <=3'b010;
	end
	else haha <= 3'b111;
end
endmodule
==> impl_metrics.csv <==
group,metric,value,unit
outcome,status,"finished, final reports clean",
die,fp.coreArea,0.009774,mm2
logic_synthesis,netlist_area,0.005054,mm2
timing,fin_crit_sh,95.02,%
critical_path,critPathCaptureType,"primary output",
finish,area_growth,3.664,%
pwr,max-vdd-ir-drop,747.6,uV
logic_synthesis,ys_ff,2,
critical_path,crit_family,"buffers and inverters",
logic_synthesis,synth.distinct_cells,93,
critical_path,setup.worst_path.start_class,"register",
detailed_routing,via_per_inst,8.821,
critical_path,critPathKind,"reg -> out",
finish,num-fill-cells,994,
critical_path,critPathSlowestCell,"clkdlybuf4s50_1",
timing,unclocked_regs,1,
clock_tree,cts_setup_buffers,0,
logic_synthesis,top_cell_area_share,7.923,%
detailed_routing,drtIter0Drc,1975,
clock_tree,ctsHoldBuffers,0,
placement,place.detailed.hpwl,19510,um
grt,track_usage,58.69,%
pwr,p_switching,2.188,mW
run,cap_violations,0,
detailed_routing,wl_per_cell,32.78,um
critical_path,critPathMaxStageDelay,450,ps
grt,grt_pass1_vias,7128,
timing,hold_viol_final,0,
timing,whs,581.8,ps
critical_path,cp.arrival,750,ps
timing,untimed_endpoints,2,
die,row_count,36,
placement,gp_congestion,1.335,
logic_synthesis,ys_area,0.005054,mm2
die,die_w,102.5,um
logic_synthesis,ys_cells,838,
finish,lay_top_count,"nand2_1",
logic_synthesis,synthArstFlopShare,0,%
pwr,p_per_area,570.9,mW/mm2
timing,finalCriticalPeriod,950.2,ps
timing,maxSlewViolCount,0,
pwr,leakage,1.562,nW
logic_synthesis,edf_count,0,
timing,relSlewSlack,5.368,%
detailed_routing,drc,0,
grt,grt_overflow,0,
pwr,swShare,73.15,%
logic_synthesis,top_area_cell,"o21ai_0",
grt,antenna_found_initial,2,
logic_synthesis,ff_type,"dlxtn_1",
min_path,holdCritPathClass,"reg -> out",
detailed_routing,drt_pass1_iterations,14,
grt,grt_max_degree,67,
logic_synthesis,synthCells,838,
timing,fmaxAchievable,1052,MHz
timing,setup_viol,0,
critical_path,critPathBufInv,1,
critical_path,cp.required,800,ps
logic_synthesis,yosysWarnings,1,
detailed_routing,vias,8168,
timing,worst_pin_slew,1405,ps
critical_path,crit_chain,"clkdlybuf4s50_1",
detailed_routing,totalWireLength,30350,um
die,dieArea,0.01051,mm2
grt,grt_first_pass_wirelength,44260,um
critical_path,crit_path_max_fanout,2,
die,fp_util,51.70,%
logic_synthesis,avgSynthCellArea,6.031,um2
placement,port_buffers,24,
finish,layout.cells.most_common_list,"nand2_1, nor2_1, o21ai_0, a21oi_1",
clock_tree,clkTransAtPathRegs,0,ps
run,warnings,28,
finish,combGateArea,0.004571,mm2
finish,flop_area,35.03,um2
timing,grt_setup_unrepaired,"no",
logic_synthesis,topCellsByArea,"o21ai_0, a21oi_1, nand2_1, nor2_1, a211oi_1",
detailed_routing,ant_nets,0,
finish,drive_above_1_share,8.217,%
timing,final.setup.tns,0,ps
die,io_pins,26,
die,fp.dieH,102.5,um
pwr,p_int,803.0,uW
cells by family after synthesis:
| logic type | Yosys count | synth area share, % |
|---|---|---|
| flops | 1 | 0.3962 |
| compound gates | 389 | 54.02 |
| fa+ha+maj | 3 | 0.6932 |
| buf+inv | 106 | 9.532 |
| other cells | 1 | 0.07420 |
| simple gates | 321 | 31.79 |
| latches | 1 | 0.2970 |
| mux | 5 | 0.9904 |
| xor+xnor | 11 | 2.204 |
Yosys cell counts (15+ instances only):
| master | number |
|---|---|
| nand2_1 | 86 |
| nor2_1 | 84 |
| o21ai_0 | 80 |
| a21oi_1 | 77 |
| clkbuf_1 | 44 |
| buf_2 | 37 |
| a211oi_1 | 28 |
| nor3_1 | 28 |
| nand3_1 | 26 |
| a31oi_1 | 21 |
| nand4_1 | 17 |
| o31ai_1 | 16 |
| o2111ai_1 | 15 |
worst paths after layout:
kind / start / end / slack (ps) / cells after the start
worst max-delay path: haha[0] / haha[2] / 50 / 1
worst min-delay path: haha[0] / haha[0] / 580 / 1
layout make-up:
class                   instances  share of cell area [%]
diodes                          2                 0.09553
well taps                     133                   3.177
flip-flops and latches          2                  0.6687
multi-input cells             730                   87.25
inverters                       9                  0.6449
repair buffers                 50                   8.168
state kept, by name, indices dropped and copies added (netlist names):
register  flops
haha          1
flag          1
metal layers:
metal  wire [um]  track usage [%]  vias up
met5         202            7.212        -
met4        3363            38.79        8
met3        6145            37.63      387
met2       10670            74.21     1009
met1        9974            71.23     3549
li1            -                -     3215
repair_timing:
| item | CTS | global route |
|---|---|---|
| setup endpoints to repair | 0 | 1 |
| endpoints found under the hold margin | 0 | 0 |
| gates resized | 0 | 1 |
through the flow:
stage | area [um2] | setup WS [ps] | total power [mW] | std cells | utilization [%]
finish | 5239 | 49.83 | 2.991 | 926 | 53.60
global route | 5236 | 8.629 | 2.992 | 925 | 53.57
CTS | 5231 | 39.31 | 2.712 | 924 | 53.52
detailed placement | 5231 | 39.31 | 2.699 | 924 | 53.52
global placement | 5231 | 31.94 | 2.705 | 924 | 53.52
floorplan | 5054 | 420.2 | 1.855 | 838 | -
No activity file was given, so power comes from the tool's default toggle rates.
